$ cat /design/flow/design.v
module LCD_Controller (	 
						iDATA,iRS,
						iStart,oDone,
						iCLK,iRST_N,
						LCD_DATA,
						LCD_RW,
						LCD_EN,
						LCD_RS	);
parameter	CLK_Divide	=	16;
input	[7:0]	iDATA;
input	iRS,iStart;
input	iCLK,iRST_N;
output	reg		oDone;
output	[7:0]	LCD_DATA;
output	reg		LCD_EN;
output			LCD_RW;
output			LCD_RS;
reg		[4:0]	Cont;
reg		[1:0]	ST;
reg		preStart,mStart;
assign	LCD_DATA	=	iDATA; 
assign	LCD_RW		=	1'b0;
assign	LCD_RS		=	iRS;
always@(posedge iCLK or negedge iRST_N)
begin
	if(!iRST_N)
	begin
		oDone	<=	1'b0;
		LCD_EN	<=	1'b0;
		preStart<=	1'b0;
		mStart	<=	1'b0;
		Cont	<=	0;
		ST		<=	0;
	end
	else
	begin
		preStart <=	iStart;
		if({preStart,iStart}==2'b01)
		begin
			mStart	<=	1'b1;
			oDone	<=	1'b0;
		end
		if(mStart)
		begin
			case(ST)
			0:	ST	<=	1;	 
			1:	begin
					LCD_EN	<=	1'b1;
					ST		<=	2;
				end
			2:	begin					
					if(Cont < CLK_Divide)
						Cont <=	Cont + 1;
					else
						ST <= 3;
				end
			3:	begin
					LCD_EN	<=	1'b0;
					mStart	<=	1'b0;
					oDone	<=	1'b1;
					Cont	<=	0;
					ST		<=	0;
				end
			endcase
		end
	end
end
endmodule
module	LCD_Display (	 
					iCLK,iRST_N,
					hand, victory, defeat,
					LCD_DATA,LCD_RW,LCD_EN,LCD_RS	);
input			iCLK,iRST_N;
input [4:0] hand;
input victory;
input defeat;
output	[7:0]	LCD_DATA;
output			LCD_RW,LCD_EN,LCD_RS;
reg	[5:0]	LUT_INDEX;
reg	[8:0]	LUT_DATA;
reg	[5:0]	mLCD_ST;
reg	[17:0]	mDLY;
reg			mLCD_Start;
reg	[7:0]	mLCD_DATA;
reg			mLCD_RS;
wire		mLCD_Done;
parameter	LCD_INTIAL	=	0;
parameter	LCD_LINE1	=	5;
parameter	LCD_CH_LINE	=	LCD_LINE1+16;
parameter	LCD_LINE2	=	LCD_LINE1+16+1;
parameter	LUT_SIZE	=	LCD_LINE1+32+1;
always@(posedge iCLK or negedge iRST_N)
begin
	if(!iRST_N)
	begin
		LUT_INDEX	<=	0;
		mLCD_ST		<=	0;
		mDLY		<=	0;
		mLCD_Start	<=	0;
		mLCD_DATA	<=	0;
		mLCD_RS		<=	0;
	end
	else
	begin
		if(LUT_INDEX<LUT_SIZE)
		begin
			case(mLCD_ST)
			0:	begin
					mLCD_DATA	<=	LUT_DATA[7:0];
					mLCD_RS		<=	LUT_DATA[8];
					mLCD_Start	<=	1;
					mLCD_ST		<=	1;
				end
			1:	begin
					if(mLCD_Done)
					begin
						mLCD_Start	<=	0;
						mLCD_ST		<=	2;					
					end
				end
			2:	begin
					if(mDLY<18'h3FFFE)  
					mDLY	<=	mDLY+1;
					else
					begin
						mDLY	<=	0;
						mLCD_ST	<=	3;
					end
				end
			3:	begin
					LUT_INDEX	<=	LUT_INDEX+1;
					mLCD_ST	<=	0;
				end
			endcase
		end
		else
		begin
			LUT_INDEX <= LCD_LINE1 + 8;
		end
	end
end
always
begin
	case(LUT_INDEX)
	LCD_INTIAL+0:	LUT_DATA	<=	9'h038;  
 	LCD_INTIAL+1:	LUT_DATA	<=	9'h00C;  
	LCD_INTIAL+2:	LUT_DATA	<=	9'h001;  
	LCD_INTIAL+3:	LUT_DATA	<=	9'h006;  
	LCD_INTIAL+4:	LUT_DATA	<=	9'h080;  
	LCD_LINE1+0:	LUT_DATA	<=	9'h150;  
	LCD_LINE1+1:	LUT_DATA	<=	9'h16F;
	LCD_LINE1+2:	LUT_DATA	<=	9'h169;
	LCD_LINE1+3:	LUT_DATA	<=	9'h16E;
	LCD_LINE1+4:	LUT_DATA	<=	9'h174;
	LCD_LINE1+5:	LUT_DATA	<=	9'h173;
	LCD_LINE1+6:	LUT_DATA	<=	9'h13A;
	LCD_LINE1+7:	LUT_DATA	<=	9'h120;
	LCD_LINE1+8:	LUT_DATA	<=	9'h088;  
	LCD_LINE1+9:	begin
						LUT_DATA[8] <= 1'b1;
						LUT_DATA[7:0] <= 48+hand/10;
					end
	LCD_LINE1+10:	begin
						LUT_DATA[8] <= 1'b1;
						LUT_DATA[7:0] <= 48+hand%10;
					end
	LCD_LINE1+11:	LUT_DATA	<=	9'h120;
	LCD_LINE1+12:	LUT_DATA	<=	9'h120;
	LCD_LINE1+13:	LUT_DATA	<=	9'h120;
	LCD_LINE1+14:	LUT_DATA	<=	9'h120;
	LCD_LINE1+15:	LUT_DATA	<=	9'h120;
	LCD_CH_LINE:	LUT_DATA	<=	9'h0C0;  
	LCD_LINE2+0:	LUT_DATA	<=	9'h120;
	LCD_LINE2+1:	begin
						case ({victory, defeat})
							2'b10: LUT_DATA	<=	9'h156;
							2'b01: LUT_DATA	<=	9'h144;
							default: LUT_DATA	<=	9'h120;
						endcase
					end
	LCD_LINE2+2:	begin
						case ({victory, defeat})
							2'b10: LUT_DATA	<=	9'h169;
							2'b01: LUT_DATA	<=	9'h165;
							default: LUT_DATA	<=	9'h120;
						endcase
					end
	LCD_LINE2+3:	begin
						case ({victory, defeat})
							2'b10: LUT_DATA	<=	9'h163;
							2'b01: LUT_DATA	<=	9'h166;
							default: LUT_DATA	<=	9'h120;
						endcase
					end
	LCD_LINE2+4:	begin
						case ({victory, defeat})
							2'b10: LUT_DATA	<=	9'h174;
							2'b01: LUT_DATA	<=	9'h165;
							default: LUT_DATA	<=	9'h120;
						endcase
					end
	LCD_LINE2+5:	begin
						case ({victory, defeat})
							2'b10: LUT_DATA	<=	9'h16F;
							2'b01: LUT_DATA	<=	9'h161;
							default: LUT_DATA	<=	9'h120;
						endcase
					end
	LCD_LINE2+6:	begin
						case ({victory, defeat})
							2'b10: LUT_DATA	<=	9'h172;
							2'b01: LUT_DATA	<=	9'h174;
							default: LUT_DATA	<=	9'h120;
						endcase
					end
	LCD_LINE2+7:	begin
						case ({victory, defeat})
							2'b10: LUT_DATA	<=	9'h179;
							2'b01: LUT_DATA	<=	9'h120;
							default: LUT_DATA	<=	9'h120;
						endcase
					end
	LCD_LINE2+8:	LUT_DATA	<=	9'h120;
	LCD_LINE2+9:	LUT_DATA	<=	9'h120;
	LCD_LINE2+10:	LUT_DATA	<=	9'h120;
	LCD_LINE2+11:	LUT_DATA	<=	9'h120;
	LCD_LINE2+12:	LUT_DATA	<=	9'h120;
	LCD_LINE2+13:	LUT_DATA	<=	9'h120;
	LCD_LINE2+14:	LUT_DATA	<=	9'h120;
	LCD_LINE2+15:	LUT_DATA	<=	9'h120;
	default:		LUT_DATA	<=	9'h000;  
	endcase
end
LCD_Controller 		u0	(	 
							.iDATA(mLCD_DATA),
							.iRS(mLCD_RS),
							.iStart(mLCD_Start),
							.oDone(mLCD_Done),
							.iCLK(iCLK),
							.iRST_N(iRST_N),
							.LCD_DATA(LCD_DATA),
							.LCD_RW(LCD_RW),
							.LCD_EN(LCD_EN),
							.LCD_RS(LCD_RS)	);
endmodule
module blackjack
(
	input wire IN_LCD_ON,
	input wire begin_s,
	input wire clk,   
	input wire iCLK,  
	input wire rst,
	input wire[3:0] cval,  
	input wire ready,  
	input wire opt,  
	output reg end_s,
	output reg request,  
	output wire[6:0] seg_ace,  
	output wire[6:0] seg_nr_cards,  
	output wire[3:0] debug_state,  
	output wire[7:0] LCD_DATA,
	output wire LCD_RW,
	output wire LCD_EN,
	output wire LCD_RS,
	output wire LCD_ON
);
reg request_next;
reg[4:0] hand, hand_next;
reg[2:0] ace, ace_next;  
reg[3:0] nr_cards, nr_cards_next;
reg victory, victory_next;
reg defeat, defeat_next;
reg opt_buf, opt_buf_next;
reg[3:0] cval_buf, cval_buf_next;
reg[3:0] state, state_next;
reg[10:0] c;
assign debug_state = state;
assign LCD_ON = IN_LCD_ON;
seg_driver
	seg1(.cif_hexa({1'b0, ace}), .a_seg(seg_ace));  
seg_driver
	seg2(.cif_hexa(nr_cards), .a_seg(seg_nr_cards));  
LCD_Display
	lcd0(iCLK, rst, hand, victory, defeat, LCD_DATA, LCD_RW, LCD_EN, LCD_RS);
always @(negedge rst or posedge clk)
begin
	if (!rst)
		state <= 0;
	else
		state <= state_next;
end
always @(state, begin_s, ready, nr_cards_next, opt_buf_next, cval_buf, hand_next, ace_next)
begin
	c = 0;
	state_next = state;
	case (state)
		4'b0000: if (begin_s)
					state_next = 4'b0001;
				 else
					state_next = 4'b0000;
		4'b0001: begin
					if (nr_cards_next < 2)
						state_next = 4'b0011;
					else
						state_next = 4'b0010;
					c[0] = 1'b1;
				 end
		4'b0010: begin
					if (opt_buf_next)
						state_next = 4'b1001;
					else
						state_next = 4'b0011;
					c[1] = 1'b1;
				 end
		4'b0011: begin
					state_next = 4'b0100;
					c[2] = 1'b1;
				 end
		4'b0100: begin
					if (ready)
						state_next = 4'b0101;
					else
						state_next = 4'b0100;
					c[3] = 1'b1;
				 end
		4'b0101: begin
					state_next = 4'b0110;
					c[4] = 1'b1;
				 end
		4'b0110: begin
					if (cval_buf == 4'b1011)
						state_next = 4'b0111;
					else
						begin
							if (hand_next < 21)
								begin
									if (nr_cards_next < 2)
										state_next = 4'b0011;
									else
										state_next = 4'b0010;
								end
							else
								begin
									if (hand_next == 21)
										state_next = 4'b1001;
									else
										begin
											if (ace_next > 0)
												state_next = 4'b1000;
											else
												state_next = 4'b1010;
										end
								end
						end
					c[5] = 1'b1;
				 end
		4'b0111: begin
					if (hand_next < 21)
							begin
								if (nr_cards_next < 2)
									state_next = 4'b0011;
								else
									state_next = 4'b0010;
							end
						else
							begin
								if (hand_next == 21)
									state_next = 4'b1001;
								else
									begin
										if (ace_next > 0)
											state_next = 4'b1000;
										else
											state_next = 4'b1010;
									end
							end
					c[6] = 1'b1;
				 end
		4'b1000: begin
					if (hand_next < 21)
							begin
								if (nr_cards_next < 2)
									state_next = 4'b0011;
								else
									state_next = 4'b0010;
							end
						else
							begin
								if (hand_next == 21)
									state_next = 4'b1001;
								else
									begin
										if (ace_next > 0)
											state_next = 4'b1000;
										else
											state_next = 4'b1010;
									end
							end
					c[7] = 1'b1;
				 end
		4'b1001: begin
					state_next = 4'b1011;
					c[8] = 1'b1;
				 end
		4'b1010: begin
					state_next = 4'b1011;
					c[9] = 1'b1;
				 end
		4'b1011: begin
					state_next = 4'b1011;
					c[10] = 1'b1;
				 end
		default: state_next = state;
	endcase
end
always @(negedge rst or posedge clk)
begin
	if (!rst)
		begin
			request <= 0;
			hand <= 0;
			ace <= 0;
			nr_cards <= 0;
			victory <= 0;
			defeat <= 0;
			opt_buf <= 0;
			cval_buf <= 0;
		end
	else
		begin
			request <= request_next;
			hand <= hand_next;
			ace <= ace_next;
			nr_cards <= nr_cards_next;
			victory <= victory_next;
			defeat <= defeat_next;
			opt_buf <= opt_buf_next;
			cval_buf <= cval_buf_next;
		end
end
always @(c, cval, opt, request, hand, ace, nr_cards, victory, defeat, opt_buf, cval_buf)
begin
	request_next = request;
	hand_next = hand;
	ace_next = ace;
	nr_cards_next = nr_cards;
	victory_next = victory;
	defeat_next = defeat;
	opt_buf_next = opt_buf;
	cval_buf_next = cval_buf;
	end_s = 1'b0;
	case (c)
		11'b00000000001: begin  
							hand_next = 0;
							ace_next = 0;
							nr_cards_next = 0;
							request_next = 0;
							victory_next = 0;
							defeat_next = 0;
							opt_buf_next = 0;
							cval_buf_next = 0;
						 end
		11'b00000000010: begin  
							opt_buf_next = opt;
						 end
		11'b00000000100: begin  
							request_next = 1'b1;
						 end
		11'b00000001000: begin  
						 end
		11'b00000010000: begin  
							cval_buf_next = cval;
							request_next = 1'b0;
						 end
		11'b00000100000: begin  
							hand_next = hand + cval_buf;
							nr_cards_next = nr_cards + 4'b0001;
						 end
		11'b00001000000: begin  
							ace_next = ace + 3'b001;
						 end
		11'b00010000000: begin  
							hand_next = hand - 5'b01010;
							ace_next = ace - 3'b001;
						 end
		11'b00100000000: begin  
							victory_next = 1'b1;
						 end
		11'b01000000000: begin  
							defeat_next = 1'b1;
						 end
		11'b10000000000: begin  
							end_s = 1'b1;
						 end
		default: hand_next = hand;
	endcase
end
endmodule
module seg_driver
(
  input wire[3:0] cif_hexa,
  output reg[6:0] a_seg
);
  always @(cif_hexa)
  begin
	case (cif_hexa)
		4'b0000 : a_seg = 7'b1000000;
		4'b0001 : a_seg = 7'b1111001;
		4'b0010 : a_seg = 7'b0100100;
		4'b0011 : a_seg = 7'b0110000;
		4'b0100 : a_seg = 7'b0011001;
		4'b0101 : a_seg = 7'b0010010;
		4'b0110 : a_seg = 7'b0000010;
		4'b0111 : a_seg = 7'b1111000;
		4'b1000 : a_seg = 7'b0000000;
		4'b1001 : a_seg = 7'b0010000;
		4'b1010 : a_seg = 7'b0001000;
		4'b1011 : a_seg = 7'b0000011;
		4'b1100 : a_seg = 7'b1000110;
		4'b1101 : a_seg = 7'b0100001;
		4'b1110 : a_seg = 7'b0000110;
		4'b1111 : a_seg = 7'b0001110;
		default : a_seg = 7'b1111111;
	endcase
  end
endmodule
$ cat /design/flow/constraint.sdc
current_design blackjack

set clk_period 4.5
set clk_io_pct 0.2

create_clock -name clk0 -period $clk_period [get_ports {clk}]
create_clock -name clk1 -period $clk_period [get_ports {iCLK}]

set non_clock_inputs [all_inputs -no_clocks]
set_input_delay [expr $clk_period * $clk_io_pct] -clock clk0 $non_clock_inputs
set_output_delay [expr $clk_period * $clk_io_pct] -clock clk0 [all_outputs]
$ cat /design/flow/run.sh
#!/bin/bash
# OpenROAD 26Q1-2900-gdf79404cd8, Yosys 0.63+post, stock flow scripts
make -C /OpenROAD-flow-scripts/flow DESIGN_CONFIG=/design/flow/config.mk WORK_HOME=/design/flow/orfs finish
$ cat /design/flow/config.mk
export PLATFORM = sky130hd
export DESIGN_NAME = blackjack
export DESIGN_NICKNAME = blackjack
export VERILOG_FILES = /design/flow/design.v
export SDC_FILE = /design/flow/constraint.sdc
export NUM_CORES = 4
export LEC_CHECK = 1
export CORE_UTILIZATION = 30
==> reports/metrics.json <==
{
  "run_status": {"value": "complete, no violations"},
  "worst_hold_path_type": {"value": "register to register"},
  "combinational_family_with_the_most_area_after_synthesis": {"value": "simple AND/OR/NAND/NOR gates"},
  "critical-path-top-cell-by-count": {"value": "sky130_fd_sc_hd__inv_1"},
  "timing_max_transition_violations_final": {"value": 0},
  "path_max_fanout": {"value": 24},
  "track_usage": {"value": 14.2, "unit": "%"},
  "worst_hold_startpoint": {"value": "lcd0.mLCD_Start"},
  "yosysChipArea": {"value": 5410, "unit": "um2"},
  "critical_path.max_stage_delay": {"value": 0.77, "unit": "ns"},
  "maxCapViolCount": {"value": 0},
  "rr_startpoint": {"value": "state[3]"},
  "worst_ep_arrival_time": {"value": 3.75, "unit": "ns"},
  "power.density_cell_area": {"value": 213, "unit": "nW/um2"},
  "timing.critical_path.from_type": {"value": "register"},
  "netlist-cell-type-count": {"value": 73},
  "routed_via_density": {"value": 5.34},
  "chip_area": {"value": 18600, "unit": "um2"},
  "clock_skew": {"value": 0.00891, "unit": "ns"},
  "max_slew.worst_pin.slew": {"value": 0.774, "unit": "ns"},
  "ys_sh_aoi": {"value": 21.6, "unit": "%"},
  "synthesis.area_per_instance": {"value": 8.18, "unit": "um2"},
  "number_of_setup_buffers_added_after_cts": {"value": 0},
  "synth_flops": {"value": 74},
  "cts_tree": {"value": "yes"},
  "dr.pass1.iters": {"value": 4},
  "power.ir.vdd_worst": {"value": 201, "unit": "uV"},
  "mux_area_share": {"value": 2.64, "unit": "%"},
  "hold_fix_buffer_count_after_cts": {"value": 0},
  "detail_route.wirelength": {"value": 12700, "unit": "um"},
  "post_cts_resized": {"value": 0},
  "die.size.x": {"value": 136, "unit": "um"},
  "grt_overflow": {"value": 0},
  "n_antenna_cell": {"value": 0},
  "final_util": {"value": 35.1, "unit": "%"},
  "synth_stat.cells": {"value": 661},
  "drtAntennaViolNets": {"value": 0},
  "hold_viol_final": {"value": 0},
  "fp_util": {"value": 30.9, "unit": "%"},
  "dp_hpwl": {"value": 8810, "unit": "um"},
  "grt_pass1_vias": {"value": 4139},
  "setup_repair_after_global_routing_missed_its_margin": {"value": "false"},
  "floorplan.io_pins": {"value": 43},
  "largest_net_degree_at_the_start_of_global_routing": {"value": 43},
  "fp-row-count": {"value": 48},
  "detail_route.iter0.violations": {"value": 307},
  "detail_route.wl_per_cell": {"value": 14.2, "unit": "um"},
  "seq_area_frac_synth": {"value": 34.3, "unit": "%"},
  "drive_gt1_share": {"value": 4.19, "unit": "%"},
  "post_synth_inst_count": {"value": 661},
  "enable_flop_cells": {"value": 0},
  "crit_start": {"value": "state[3]"},
  "core_area": {"value": 17500, "unit": "um2"},
  "yosys.area_share.xor_xnor": {"value": 4.05, "unit": "%"},
  "worst_slew_margin_rel": {"value": 48.4, "unit": "%"},
  "detailroute.via_count": {"value": 4775},
  "crit_path_end_kind": {"value": "register"},
  "cts.sink_count": {"value": 74},
  "worstPathCellList": {"value": "nor4b_2 -> inv_1 -> fa_1 -> inv_1 -> a32o_1 -> a221o_1 -> or4_1 -> o2111a_1 -> o31ai_2"},
  "io_buffer_count": {"value": 38},
  "critical_path_buf_inv_count": {"value": 2},
  "gp_congestion": {"value": 0.881},
  "cpLargestDelayFamily": {"value": "AND-OR/OR-AND gates"},
  "async_reset_ff_share": {"value": 100, "unit": "%"},
  "grt_first_pass_wirelength": {"value": 21300, "unit": "um"},
  "die_height": {"value": 136, "unit": "um"},
  "data_required_critical_path": {"value": 4.67, "unit": "ns"},
  "stage_log_warnings": {"value": 41},
  "synth_adder_area_share": {"value": 7.22, "unit": "%"},
  "route.detailed.drc": {"value": 0},
  "syn_area": {"value": 5410, "unit": "um2"},
  "cts.clk_slew.worst_paths": {"value": 0.06, "unit": "ns"},
  "synth.cellmix.simpleShare": {"value": 24.5, "unit": "%"},
  "grt_antenna_before_repair": {"value": 0},
  "critical_path.slowest_cell": {"value": "sky130_fd_sc_hd__dfrtp_1"},
  "static-leakage-power": {"value": 2.60, "unit": "nW"},
  "syn2layout_area_growth": {"value": 13.6, "unit": "%"},
  "timing.setup.critical_path_class": {"value": "register to register"},
  "finished_layout_cell_area": {"value": 6140, "unit": "um2"},
  "place_area": {"value": 5890, "unit": "um2"},
  "count_of_endpoints_failing_setup_in_the_final_report": {"value": 0},
  "ys.flop_type": {"value": "sky130_fd_sc_hd__dfrtp_1"},
  "ys_warn_count": {"value": 4},
  "finalSetupTns": {"value": 0, "unit": "ns"}
}
## cell type report
type	instances	area, um2
fillers	1780	11300
multi-input cells	514	3250
flip-flops and latches	74	1850
repair buffers	41	400
well taps	225	282
clock buffers	8	200
inverters	28	105
clock inverters	4	48.8
## worst paths after layout
| kind | end | slack (ns) | cells after the start |
|---|---|---|---|
| setup / recovery | state[1] | 0.92 | 9 |
| max in group clk1 | lcd0.mLCD_DATA[5] | 1.34 | 11 |
| setup reg to reg | state[1] | 0.92 | 9 |
| min in group clk0 | request | 0.52 | 1 |
| max in group asynchronous | asynchronous set/reset pin | 3.04 | 2 |
| hold reg to reg | lcd0.u0.preStart | 0.42 | 0 |
| min in group asynchronous | lcd0.u0.Cont[2] | 0.55 | 1 |
| hold / removal | lcd0.u0.preStart | 0.42 | 0 |
## sequential cells by signal, indices dropped and copies added, names as in the netlist, 4 cells and up, named ones only
register        count
lcd0.u0.Cont        5
state               4
lcd0.mLCD_DATA      8
hand                5
lcd0.LUT_INDEX      6
nr_cards            4
cval_buf            4
lcd0.mDLY          18
## logic make-up (layout without fill, tap and decap cells)
logic type	Yosys count	in the layout
multiplexers	14	14
AND-OR/OR-AND	177	177
buffers and inverters	73	81
XOR/XNOR	25	25
other	1	1
AND/OR/NAND/NOR	267	267
adder cells (fa/ha/maj)	30	30
flip-flops	74	74
## per-stage QoR
stage                     hold WS (ns)  total power, W  std cells  worst slack (ns)
after floorplan                  0.395        0.000679        661              1.37
after global placement           0.427        0.000700        882              1.06
after detailed placement         0.417        0.000700        882             0.948
after CTS                        0.428         0.00132        894             0.936
after global routing             0.442         0.00136        894             0.706
final                            0.424         0.00131        894             0.917
## cell usage after synthesis, types with 9 or more instances
| cell | count | area, um2 |
|---|---|---|
| sky130_fd_sc_hd__ha_1 | 28 | 350 |
| sky130_fd_sc_hd__nor2b_1 | 13 | 81.3 |
| sky130_fd_sc_hd__nand2b_1 | 13 | 81.3 |
| sky130_fd_sc_hd__nor2_1 | 72 | 270 |
| sky130_fd_sc_hd__nand4_1 | 9 | 56.3 |
| sky130_fd_sc_hd__a31oi_1 | 10 | 62.6 |
| sky130_fd_sc_hd__xor2_1 | 13 | 114 |
| sky130_fd_sc_hd__mux2i_1 | 12 | 120 |
| sky130_fd_sc_hd__nor3_1 | 11 | 55.1 |
| sky130_fd_sc_hd__a21oi_1 | 38 | 190 |
| sky130_fd_sc_hd__o21ai_0 | 48 | 240 |
| sky130_fd_sc_hd__inv_1 | 27 | 101 |
| sky130_fd_sc_hd__nand2_1 | 78 | 293 |
| sky130_fd_sc_hd__xnor2_1 | 12 | 105 |
| sky130_fd_sc_hd__dfrtp_1 | 72 | 1800 |
| sky130_fd_sc_hd__nand3_1 | 22 | 110 |
| sky130_fd_sc_hd__clkbuf_1 | 30 | 113 |
## placed cells by master (no fill, tap or decap), types with 5 or more instances in the layout
| cell | netlist | routed |
|---|---|---|
| sky130_fd_sc_hd__nand2_1 | 78 | 78 |
| sky130_fd_sc_hd__o2111ai_1 | 5 | 5 |
| sky130_fd_sc_hd__nand4_1 | 9 | 9 |
| sky130_fd_sc_hd__nor2b_1 | 13 | 13 |
| sky130_fd_sc_hd__o22ai_1 | 5 | 5 |
| sky130_fd_sc_hd__xnor2_1 | 12 | 12 |
| sky130_fd_sc_hd__o21ai_0 | 48 | 48 |
| sky130_fd_sc_hd__and3_1 | 6 | 6 |
| sky130_fd_sc_hd__o21a_1 | 5 | 5 |
| sky130_fd_sc_hd__nand3_1 | 22 | 22 |
| sky130_fd_sc_hd__xor2_1 | 13 | 13 |
| sky130_fd_sc_hd__and2_1 | 8 | 8 |
| sky130_fd_sc_hd__clkdlybuf4s50_1 | 0 | 37 |
| sky130_fd_sc_hd__nand2b_1 | 13 | 13 |
| sky130_fd_sc_hd__o21ai_1 | 5 | 5 |
| sky130_fd_sc_hd__inv_1 | 27 | 27 |
| sky130_fd_sc_hd__clkbuf_16 | 0 | 8 |
| sky130_fd_sc_hd__ha_1 | 28 | 28 |
| sky130_fd_sc_hd__a211oi_1 | 5 | 5 |
| sky130_fd_sc_hd__a21o_1 | 8 | 8 |
| sky130_fd_sc_hd__a21oi_1 | 38 | 38 |
| sky130_fd_sc_hd__nor2_1 | 72 | 72 |
| sky130_fd_sc_hd__dfrtp_1 | 72 | 72 |
| sky130_fd_sc_hd__mux2i_1 | 12 | 12 |
| sky130_fd_sc_hd__a31oi_1 | 10 | 10 |
| sky130_fd_sc_hd__nor3_1 | 11 | 11 |
## metal layers
layer / track usage, % / vias up / routed length [um]
met1: 24.3 / 2238 / 6600
li1: - / 2394 / -
met4: 1.91 / 0 / 142
met2: 19.5 / 132 / 5380
met3: 1.63 / 11 / 599
met5: 0 / - / 0
## power by group
part	internal, W	total [W]	switching, W
Sequential	0.000665	0.000665	0
Clock	0.000382	0.000622	0.000240
Combinational	0.00000648	0.0000207	0.0000142
Total	0.00105	0.00131	0.000254
## worst register-to-register path: stages, from the launching register on
cell	delay, ns
sky130_fd_sc_hd__dfrtp_1	0.77
sky130_fd_sc_hd__nor4b_2	0.46
sky130_fd_sc_hd__inv_1	0.17
sky130_fd_sc_hd__fa_1	0.52
sky130_fd_sc_hd__inv_1	0.04
sky130_fd_sc_hd__a32o_1	0.23
sky130_fd_sc_hd__a221o_1	0.38
sky130_fd_sc_hd__or4_1	0.53
sky130_fd_sc_hd__o2111a_1	0.17
sky130_fd_sc_hd__o31ai_2	0.23
No activity file was given, so power comes from the tool's default toggle rates.
